### /design/flow/constraint.sdc
current_design adder

set clk_period 4.8
set clk_io_pct 0.2

create_clock -name clk0 -period $clk_period

set non_clock_inputs [all_inputs -no_clocks]
set_input_delay [expr $clk_period * $clk_io_pct] -clock clk0 $non_clock_inputs
set_output_delay [expr $clk_period * $clk_io_pct] -clock clk0 [all_outputs]
### /design/flow/design.v
module adder (cout, sum, a, b, cin);
	 input [7:0] a, b;
	 input cin;
	 output [7:0] sum;
	 output cout;
	 wire [8:0] p,g;
	 wire [8:1] h,c;
	 assign p={a|b,1'b1};
	 assign g={a&b, cin};
	 david_harris prefix_tree(h, c, p, g, sum, cout);
endmodule
module david_harris (h, c, p, g, sum, cout);
	input [8:0] p;
	input [8:0] g;
	output [8:1] h;
	output [8:1] c;
	output [7:0] sum;
	output cout;
	rgry g_1_0 (H_1_0, {g[1],g[0]});
	rblk b_3_2 (H_3_2, I_3_2, {g[3],g[2]}, {p[2],p[1]});
	rblk b_5_4 (H_5_4, I_5_4, {g[5],g[4]}, {p[4],p[3]});
	rblk b_7_6 (H_7_6, I_7_6, {g[7],g[6]}, {p[6],p[5]});
	grey g_3_0 (H_3_0, {H_3_2,H_1_0}, I_3_2);
	black b_5_2 (H_5_2, I_5_2, {H_5_4,H_3_2}, {I_5_4,I_3_2});
	black b_7_4 (H_7_4, I_7_4, {H_7_6,H_5_4}, {I_7_6,I_5_4});
	grey g_5_0 (H_5_0, {H_5_2,H_3_0}, I_5_2);
	grey g_7_0 (H_7_0, {H_7_4,H_3_0}, I_7_4);
	grey g_2_0 (H_2_0, {g[2],H_1_0}, p[1]);
	grey g_4_0 (H_4_0, {g[4],H_3_0}, p[3]);
	grey g_6_0 (H_6_0, {g[6],H_5_0}, p[5]);
	assign c[1]=g[0];
	assign h[1]=H_1_0;		assign c[2]=p[1]&H_1_0;
	assign h[2]=H_2_0;		assign c[3]=p[2]&H_2_0;
	assign h[3]=H_3_0;		assign c[4]=p[3]&H_3_0;
	assign h[4]=H_4_0;		assign c[5]=p[4]&H_4_0;
	assign h[5]=H_5_0;		assign c[6]=p[5]&H_5_0;
	assign h[6]=H_6_0;		assign c[7]=p[6]&H_6_0;
	assign h[7]=H_7_0;		assign c[8]=p[7]&H_7_0;
	 assign h[8]=g[8]|c[8];
	 assign sum=p[8:1]^h|g[8:1]&c;
	 assign cout=p[8]&h[8];
endmodule
module black(gout, pout, gin, pin);
 input [1:0] gin, pin;
 output gout, pout;
 assign pout=pin[1]&pin[0];
 assign gout=gin[1]|(pin[1]&gin[0]);
endmodule
module grey(gout, gin, pin);
 input[1:0] gin;
 input pin;
 output gout;
 assign gout=gin[1]|(pin&gin[0]);
endmodule
module rblk(hout, iout, gin, pin);
 input [1:0] gin, pin;
 output hout, iout;
 assign iout=pin[1]&pin[0];
 assign hout=gin[1]|gin[0];
endmodule
module rgry(hout, gin);
 input[1:0] gin;
 output hout;
 assign hout=gin[1]|gin[0];
endmodule
### /design/flow/config.mk
export PLATFORM = sky130hd
export DESIGN_NAME = adder
export DESIGN_NICKNAME = adder
export VERILOG_FILES = /design/flow/design.v
export SDC_FILE = /design/flow/constraint.sdc
export NUM_CORES = 4
export LEC_CHECK = 1
export CORE_AREA = 10 10 70 70
export DIE_AREA = 0 0 80 80
### /design/flow/run.sh
#!/bin/bash
# OpenROAD 26Q1-2900-gdf79404cd8, Yosys 0.63+post, stock flow scripts
make -C /OpenROAD-flow-scripts/flow DESIGN_CONFIG=/design/flow/config.mk WORK_HOME=/design/flow/orfs finish
==> flow_summary.ini <==
; physical design summary
[synth]
top_area_cell = fa_1
ys_area_sq_um = 342
area_leaders = fa_1, inv_1, ha_1
top_area_frac = 0.293
netlist_area_sq_um = 342
synth_seq_share = 0
ys_cells = 44
avgSynthCellArea_sq_um = 7.76
synthCells = 44
yosys_warnings = 17
synth_cell_types = 17

[grt]
grt_pass1_wl_microns = 1810
grt_overflow = 0
grt_pass1_vias = 383
grt_usage = 0.0337
grt_start_max_net_pins = 5
antenna_found_initial = 0

[cells_and_area]
regArea_sq_um = 0
nClkBuffers = 0
final_cells = 116
flop-count = 0
drive_gt1_frac = 0.0857
area_growth_pct = 93.0

[outcome]
status = finished clean

[routing]
vias = 387
antenna_cells = 0
wl_per_cell_microns = 9.58
ant_nets = 0
drcViolationCount = 0
dr.pass1.iters = 4
drt_iter0_markers = 15
routed_via_density = 3.34
drt-total-wl_microns = 1110

[power]
power_density_nw_per_um2 = 113
leakagePower_nw = 0.288
ir_drop_uv = 43.3

[sta]
fin_crit_sh = 0.935
tightest_slew_ps = 347
relSlewSlack = 0.769
setup_viol = 0
finalMaxSlewViolations = 0
rsz0062_at_grt = false
fin_crit_ps = 4490
finalSetupTns_ps = 0
hold_viol = 0
clock.fmax_ghz = 0.223

[floorplan]
io_pins = 26
fp.dieH_microns = 80
fp_util = 0.100
die_area_sq_um = 6400
core_sq_um = 3420
num_rows = 21
die-width_microns = 80

[worst_setup_path]
arrival_ps = 3530
critPathRequiredTime_ps = 3840
crit_type = in -> out
start_kind = input port
cp_max_fo = 4
slowest_stage = clkdlybuf4s50_1
endpoint_kind = output port
critical-path-top-delay-family = buffers and inverters
path_buffers = 4
crit_chain = clkdlybuf4s50_1 -> or2_4 -> maj3_2 -> a221oi_2 -> a311oi_1 -> ha_1 -> inv_1 -> fa_1 -> inv_1 -> clkdlybuf4s50_1
critPathMaxStageDelay_ps = 470

[flow_run]
tool_warnings = 32
maxCapViolations = 0

[placed_design]
port_buffers = 26
placed_cells = 116
gp_congestion = 0.822
hpwl_microns = 1010

[worst_hold_path]
min_path_type = in -> out

[cts]
hold_buffers = 0
cts_setup_buffers = 0
cts_resized = 0
## layout by cell type (no fill, tap or decap), types with 2 or more instances in the layout
master / Yosys / final
inv_1: 15 / 15
nand2_1: 5 / 5
o21bai_1: 2 / 2
a22oi_1: 2 / 2
fa_1: 5 / 5
ha_1: 3 / 3
clkdlybuf4s50_1: 0 / 26
or2_2: 2 / 2
## cells by family (layout without fill, tap and decap cells)
| family | count (synthesis) | count (layout) | share of synthesized area |
|---|---|---|---|
| AND/OR/NAND/NOR | 8 | 8 | 0.117 |
| adder cells (fa/ha/maj) | 9 | 9 | 0.436 |
| AND-OR/OR-AND | 12 | 12 | 0.282 |
| buffers and inverters | 15 | 41 | 0.165 |
## power breakdown
group	total, mW	switching (mW)	internal, mW
logic	0.0742	0.0252	0.0490
clock network	0	0	0
registers	0	0	0
## worst min-delay path, delay by kind of cell
kind | cells | cell delay [ps]
buf+inv | 2 | 830
compound gates | 1 | 80
simple gates | 1 | 100
## synthesized netlist by cell type
master    number
a221oi_2       1
a21oi_1        1
a221oi_1       1
ha_1           3
o21bai_1       2
maj3_2         1
o221ai_1       1
fa_1           5
o21ai_0        1
o22ai_1        1
or2_2          2
a31o_2         1
a311oi_1       1
or2_4          1
nand2_1        5
a22oi_1        2
inv_1         15
## final cells by class
type / instances / area, sq um
Fill cell: 381 / 2760
Multi-Input combinational cell: 29 / 285
Timing Repair Buffer: 26 / 260
Tap cell: 46 / 57.6
Inverter: 15 / 56.3
## metrics by stage
stage                     worst slack, ps  area [sq um]  total power [mW]  hold WS (ps)  utilization
final                                 311           659            0.0742          2940        0.193
after global routing                  196           659            0.0842          2990        0.193
after detailed placement              299           659            0.0750          2950        0.193
after CTS                             299           659            0.0753          2950        0.193
after global placement                320           659            0.0748          2930        0.193
after floorplan                      1370           342            0.0233          2020            -
## path summary, 6_finish.rpt
kind / startpoint / end / slack [ps] / cells after the start
setup / recovery: b[2] / sum[7] / 310 / 10
hold / removal: b[4] / sum[4] / 2940 / 4
## layer usage
layer,GRT usage,part of all wire
met5,0,0
met1,0.0544,0.55
met3,0.0239,0.19
met2,0.0345,0.26
met4,0,0
Power and IR drop assume default switching activity.
